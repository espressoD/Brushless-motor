--- flow/config.mk ---
export PLATFORM = sky130hd
export DESIGN_NAME = bldc_controller
export DESIGN_NICKNAME = bldc_controller
export VERILOG_FILES = /design/flow/design.v
export SDC_FILE = /design/flow/constraint.sdc
export NUM_CORES = 4
export LEC_CHECK = 1
export CORE_UTILIZATION = 40
--- flow/constraint.sdc ---
current_design bldc_controller

set clk_period 1.8
set clk_io_pct 0.2

create_clock -name clk0 -period $clk_period [get_ports {clk}]

set non_clock_inputs [all_inputs -no_clocks]
set_input_delay [expr $clk_period * $clk_io_pct] -clock clk0 $non_clock_inputs
set_output_delay [expr $clk_period * $clk_io_pct] -clock clk0 [all_outputs]
--- flow/design.v ---
module bldc_controller (
    input wire clk,
    input wire reset,
    input wire [7:0] speed_set,
    input wire [2:0] hall_signal,
    input wire current_overload,
    input wire no_feedback,
    output wire pwm_a, pwm_b, pwm_c,
    output wire fault
);
    wire [7:0] pwm_a_out, pwm_b_out, pwm_c_out;
    wire [7:0] fsm_pwm_a, fsm_pwm_b, fsm_pwm_c;
    wire [7:0] olc_pwm_a, olc_pwm_b, olc_pwm_c;
    wire motor_enable;
    wire fault_signal;
    wire vdd = 1'b1;
    wire gnd = 1'b0;
    (* keep = "true" *) bldc_fsm_controller fsm_inst (
        .clk(clk),
        .reset(reset),
        .fault(fault_signal),
        .hall_signal(hall_signal),
        .speed_set(speed_set),
        .pwm_a(fsm_pwm_a),
        .pwm_b(fsm_pwm_b),
        .pwm_c(fsm_pwm_c),
        .motor_enable(motor_enable)
    );
    (* keep = "true" *) fault_detection fault_det (
        .clk(clk),
        .gnd(gnd),
        .vdd(vdd),
        .reset(reset),
        .current_overload(current_overload),
        .no_feedback(no_feedback),
        .fault(fault_signal)
    );
    (* keep = "true" *) pwm_generator pwm_a_gen (
        .clk(clk),
        .reset(reset),
        .duty_cycle(speed_set),
        .pwm_out(pwm_a_out)
    );
    (* keep = "true" *) pwm_generator pwm_b_gen (
        .clk(clk),
        .reset(reset),
        .duty_cycle(speed_set),
        .pwm_out(pwm_b_out)
    );
    (* keep = "true" *) pwm_generator pwm_c_gen (
        .clk(clk),
        .reset(reset),
        .duty_cycle(speed_set),
        .pwm_out(pwm_c_out)
    );
    (* keep = "true" *) open_loop_controller open_loop (
        .clk(clk),
        .reset(reset),
        .hall_signal(hall_signal),
        .speed_set(speed_set),
        .pwm_a(olc_pwm_a),
        .pwm_b(olc_pwm_b),
        .pwm_c(olc_pwm_c)
    );
    assign pwm_a = motor_enable ? fsm_pwm_a[0] : (pwm_a_out[0] | olc_pwm_a[0]);
    assign pwm_b = motor_enable ? fsm_pwm_b[0] : (pwm_b_out[0] | olc_pwm_b[0]);
    assign pwm_c = motor_enable ? fsm_pwm_c[0] : (pwm_c_out[0] | olc_pwm_c[0]);
    assign fault = fault_signal;
    wire unused_signals;
    assign unused_signals = ^fsm_pwm_a | ^fsm_pwm_b | ^fsm_pwm_c | ^olc_pwm_a | ^olc_pwm_b | ^olc_pwm_c;
endmodule
module bldc_fsm_controller (
    input wire clk,
    input wire reset,
    input wire fault,
    input wire [2:0] hall_signal,
    input wire [7:0] speed_set,
    output reg [7:0] pwm_a, pwm_b, pwm_c,
    output reg motor_enable
);
    parameter IDLE = 2'b00;
    parameter RUN = 2'b01;
    parameter FAULT_STATE = 2'b10;
    reg [1:0] current_state, next_state;
    always @(posedge clk or posedge reset) begin
        if (reset)
            current_state <= IDLE;
        else
            current_state <= next_state;
    end
    always @(*) begin
        case (current_state)
            IDLE: next_state = (fault) ? FAULT_STATE : RUN;
            RUN: next_state = (fault) ? FAULT_STATE : RUN;
            FAULT_STATE: next_state = (reset) ? IDLE : FAULT_STATE;
            default: next_state = IDLE;
        endcase
    end
    always @(posedge clk) begin
        case (current_state)
            IDLE: begin
                pwm_a <= 8'b0;
                pwm_b <= 8'b0;
                pwm_c <= 8'b0;
                motor_enable <= 1'b0;
            end
            RUN: begin
                motor_enable <= 1'b1;
                case (hall_signal)
                    3'b001: pwm_a <= speed_set;
                    3'b011: pwm_b <= speed_set;
                    3'b010: pwm_c <= speed_set;
                    default: begin pwm_a <= 8'b0; pwm_b <= 8'b0; pwm_c <= 8'b0; end
                endcase
            end
            FAULT_STATE: begin
                pwm_a <= 8'b0;
                pwm_b <= 8'b0;
                pwm_c <= 8'b0;
                motor_enable <= 1'b0;
            end
        endcase
    end
endmodule
module fault_detection (
    input wire clk,
    input wire gnd,
    input wire vdd,
    input wire reset,
    input wire current_overload,
    input wire no_feedback,
    output reg fault
);
    always @(posedge clk or posedge reset) begin
        if (reset)
            fault <= 1'b0;   
        else if (current_overload || no_feedback)
            fault <= 1'b1;   
        else
            fault <= 1'b0;   
    end
endmodule
module open_loop_controller (
    input wire clk,                   
    input wire reset,                 
    input wire [2:0] hall_signal,     
    input wire [7:0] speed_set,       
    output reg [7:0] pwm_a, pwm_b, pwm_c  
);
    reg [7:0] duty_cycle;
    always @(posedge clk or posedge reset) begin
        if (reset) begin
            pwm_a <= 8'b0;
            pwm_b <= 8'b0;
            pwm_c <= 8'b0;
        end else begin
            duty_cycle <= speed_set;
            case (hall_signal)
                3'b001: begin
                    pwm_a <= duty_cycle; pwm_b <= 8'b0; pwm_c <= 8'b0;
                end
                3'b011: begin
                    pwm_a <= 8'b0; pwm_b <= duty_cycle; pwm_c <= 8'b0;
                end
                3'b010: begin
                    pwm_a <= 8'b0; pwm_b <= 8'b0; pwm_c <= duty_cycle;
                end
                default: begin
                    pwm_a <= 8'b0; pwm_b <= 8'b0; pwm_c <= 8'b0;
                end
            endcase
        end
    end
    wire unused_duty_cycle;
    assign unused_duty_cycle = ^duty_cycle;
endmodule
module pwm_generator (
    input wire clk,
    input wire reset,
    input wire [7:0] duty_cycle,
    output reg pwm_out
);
    reg [7:0] counter;
    always @(posedge clk or posedge reset) begin
        if (reset)
            counter <= 8'd0;
        else
            counter <= counter + 1'b1;
    end
    always @(posedge clk) begin
        pwm_out <= (counter < duty_cycle) ? 1'b1 : 1'b0;
    end
    wire unused_counter_signal;
    assign unused_counter_signal = ^counter;
endmodule
--- flow/run.sh ---
#!/bin/bash
# OpenROAD 26Q1-2900-gdf79404cd8, Yosys 0.63+post, stock flow scripts
make -C /OpenROAD-flow-scripts/flow DESIGN_CONFIG=/design/flow/config.mk WORK_HOME=/design/flow/orfs finish
==> results.yml <==
# physical design summary
run_status:
  status: "finished, final reports clean"
detailed_routing:
  num_antenna_cells: 0
  dr.pass1.iters: 4
  vias: 1290
  wire_per_inst_um: 12.99
  vias_per_cell: 5.119
  drc: 0
  wl_um: 3274
  drt_iter0_drc: 23
  drtAntennaViolNets: 0
sta:
  fin_crit_ns: 1.710
  setup_tns_ns: 0
  grt_setup_unrepaired: "no"
  hold_violations: 0
  tightestPinTransition_ns: 0.4128
  final_max_slew_viol_count: 0
  period_used_pct: 95.01
  maxSlewHeadroom_pct: 72.27
  final-setup-viol-count: 0
  finalClockSkew_ns: 0.004334
  fmax_mhz: 584.8
logic_synthesis:
  synth_flop_count: 39
  synth_area_um2: 1938
  ys_warn_count: 7
  avgSynthCellArea_um2: 11.33
  ys_seq_share_pct: 50.94
  yosys_area_um2: 1938
  yosysCellCount: 171
  syn_inst: 171
  synth_cell_types: 35
critical_path:
  r2r-end: "pwm_a_gen.pwm_out"
  reg2reg_from: "pwm_a_gen.counter[4]"
  critPathLaunchType: "flop"
  worstSetupStartpoint: "fsm_inst.motor_enable"
  worstSetupPathType: "reg -> out"
  r2r_cells: 4
  crit_fanout: 5
  regToRegSetupSlack_ns: 0.47
  endpoint_kind: "output port"
  crit_end: "pwm_b"
  cp.arrival_ns: 1.35
  worst_ep_required_time_ns: 1.44
final_layout:
  area_growth_pct: 19.11
  drive_above_1_share_pct: 7.000
  n_fill_cell: 390
  finalInstanceArea_um2: 2308
global_route:
  grt_pass1_vias: 1311
  grt_max_degree: 18
  grt_use_total_pct: 14.63
  antenna_found_initial: 0
  grt_pass1_wl_um: 5789
  grt_remaining_overflow: 0
placed_design:
  gp_congestion: 0.8548
  io_buffers: 18
  post_dp_cell_area_um2: 2198
  hpwlAfterDp_um: 2569
pwr:
  peakVddDrop_uv: 348.3
  power_density_nw_per_um2: 772.6
  p_leak_nw: 1.119
floorplan:
  die_area_um2: 5127
  core_um2: 4504
  fp.dieW_um: 71.61
  die_h_um: 71.61
  fp-row-count: 24
  initial_core_util_pct: 43.03
  ios: 19
clock_tree:
  htreeDepth: 2
  worstSkewPairLatency_ns: 0.28
  cts_num_sinks: 39
  clockBufferDepth: 2
  cts_root_buf: "clkbuf_8"
  holdBufCountCts: 0
  clk_pin_slew_ns: 0.07
  cts_tree: "built"
  cts_buffers: 5
min_path:
  min_path_type: "reg -> reg"
job:
  max-cap-violations: 0
  warnings: 25
[per-layer routing]
metal	up-vias	share of wire [%]	track usage [%]
met5	-	0	0
met3	4	2.9	3.138
met2	17	47	23.69
li1	661	-	-
met4	0	1.1	1.743
met1	608	49	21.91
[cell usage after synthesis]
| master | instances | area [µm²] |
|---|---|---|
| nand3_1 | 6 | 30.03 |
| o2bb2ai_1 | 1 | 8.760 |
| dfrtp_1 | 30 | 750.7 |
| and3b_1 | 1 | 8.760 |
| and4_2 | 1 | 10.01 |
| a41oi_1 | 1 | 8.760 |
| o21ai_1 | 1 | 5.000 |
| inv_1 | 14 | 52.55 |
| nor2b_1 | 1 | 6.260 |
| nor3_1 | 3 | 15.01 |
| dfstp_2 | 1 | 26.28 |
| nor4b_1 | 1 | 8.760 |
| dfxtp_1 | 3 | 60.06 |
| a211oi_2 | 1 | 12.51 |
| nor4bb_1 | 1 | 10.01 |
| nor3b_1 | 1 | 7.510 |
| a21o_1 | 2 | 15.01 |
| xor2_1 | 7 | 61.31 |
| xnor2_1 | 12 | 105.1 |
| nand2_1 | 9 | 33.78 |
| and3_1 | 3 | 18.77 |
| nand2b_1 | 3 | 18.77 |
| or2_2 | 1 | 6.260 |
| a211oi_1 | 4 | 30.03 |
| a31oi_1 | 2 | 12.51 |
| ha_1 | 24 | 300.3 |
| nand4_1 | 5 | 31.28 |
| nor2_1 | 12 | 45.04 |
| o211ai_1 | 1 | 7.510 |
| o21ai_0 | 7 | 35.03 |
| and4_1 | 2 | 17.52 |
| o22ai_1 | 2 | 12.51 |
| edfxtp_1 | 5 | 150.1 |
| a21oi_1 | 2 | 10.01 |
| and2_1 | 1 | 6.260 |
[layout by cell type (no fill, tap or decap), types with 3 or more instances in the layout]
master           count
dfrtp_1             30
ha_1                24
clkdlybuf4s50_1     17
inv_1               14
xnor2_1             12
nor2_1              12
nand2_1              9
xor2_1               7
clkbuf_8             7
nand3_1              6
nand4_1              5
edfxtp_1             5
a211oi_1             4
o21ai_0              4
o21ai_1              4
and3_1               3
nor3_1               3
nand2b_1             3
buf_4                3
dfxtp_1              3
[logic make-up after synthesis]
| group | Yosys count | synth area share (%) |
|---|---|---|
| buffers and inverters | 14 | 2.711 |
| AOI/OAI and AO/OA | 24 | 8.134 |
| and+or+nand+nor | 51 | 14.14 |
| DFF | 39 | 50.94 |
| xor gates and xnor gates | 19 | 8.586 |
| adders and majority gates | 24 | 15.49 |
[state kept, by name (all words and copies together) (netlist names)]
| name | flops |
|---|---|
| open_loop.duty_cycle | 1 |
| pwm_b_gen.counter | 8 |
| fsm_inst.pwm_c | 1 |
| fsm_inst.current_state | 3 |
| pwm_b_gen.pwm_out | 1 |
| open_loop.pwm_a | 1 |
| pwm_a_gen.counter | 8 |
| fsm_inst.pwm_b | 1 |
| fsm_inst.pwm_a | 1 |
| open_loop.pwm_c | 1 |
| pwm_c_gen.pwm_out | 1 |
| fault_det.fault | 1 |
| open_loop.pwm_b | 1 |
| fsm_inst.motor_enable | 1 |
| pwm_a_gen.pwm_out | 1 |
| pwm_c_gen.counter | 8 |
[power breakdown]
group | switching [mW] | internal [mW] | leakage [nW]
clock | 0.272 | 0.349 | 0.0515
sequential | 0.0200 | 0.935 | 0.468
combinational | 0.0950 | 0.112 | 0.600
total | 0.387 | 1.40 | 1.12
[through the flow]
step / setup slack [ns] / hold slack, ns / util (%) / total power [mW] / instances
4_1_cts: 0.01043 / 0.4565 / 51.03 / 1.803 / 251
5_1_grt: 0.006971 / 0.4936 / 51.25 / 1.877 / 252
3_3_place_gp: 0.03155 / 0.4417 / 48.81 / 1.171 / 243
2_1_floorplan: 0.3704 / 0.4032 / - / 1.068 / 171
6_report: 0.08988 / 0.4496 / 51.25 / 1.783 / 252
3_5_place_dp: 0.01745 / 0.4416 / 48.81 / 1.175 / 243
[worst max-delay path: stages (launching register included)]
cell	delay (ns)
edfxtp_1	0.45
o21ai_1	0.15
clkdlybuf4s50_1	0.47
[worst min-delay path by stage]
stage,slack (ns),startpoint,depth (start not counted),endpoint
finish,0.45,fault_det.fault,1,fsm_inst.current_state[2]
global route,0.49,fault_det.fault,1,fsm_inst.current_state[2]
CTS,0.46,fault_det.fault,1,fsm_inst.current_state[2]
[cell type report]
cell class	instances	area, µm²	share of cell area, %
clock buffer	8	100.1	4.336
inverter	14	52.55	2.276
multi-input combinational	118	898.4	38.92
sequential	39	987.2	42.76
tap	52	65.06	2.818
timing repair buffer	21	205.2	8.889
[timing repair]
item,in CTS,in global routing
pin swaps,0,3
setup buffers,0,1
setup endpoints to repair,2,3
gates resized,2,2
Power is estimated from default activity; no workload was simulated.
